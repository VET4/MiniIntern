--- ./constraint.sdc ---
current_design dut_7segment_1

set clk_period 4.9
set clk_io_pct 0.2

create_clock -name clk0 -period $clk_period [get_ports {clk}]

set non_clock_inputs [all_inputs -no_clocks]
set_input_delay [expr $clk_period * $clk_io_pct] -clock clk0 $non_clock_inputs
set_output_delay [expr $clk_period * $clk_io_pct] -clock clk0 [all_outputs]
--- ./run.sh ---
#!/bin/bash
# OpenROAD 26Q1-2900-gdf79404cd8, Yosys 0.63+post, stock flow scripts
make -C /OpenROAD-flow-scripts/flow DESIGN_CONFIG=/design/flow/config.mk WORK_HOME=/design/flow/orfs finish
--- ./config.mk ---
export PLATFORM = sky130hd
export DESIGN_NAME = dut_7segment_1
export DESIGN_NICKNAME = dut_7segment_1
export VERILOG_FILES = /design/flow/design.v
export SDC_FILE = /design/flow/constraint.sdc
export NUM_CORES = 4
export LEC_CHECK = 1
export CORE_UTILIZATION = 30
--- ./design.v ---
`timescale 1s/1ms
module dut_7segment_1(
	input clk,
	input rst,
	output [7:0] seg
);
	integer count = 0;
	reg [7:0] s;
always @ (posedge clk) begin
	if (rst == 1) begin
		count = 0;
	end else begin
		if (count == 9) begin
			count = 0;
		end else begin
			count = count + 1;
		end
	end
end
always @ (negedge clk) begin
	case (count)
		0 : s = 8'b11111100;  
		1 : s = 8'b01100000;  
		2 : s = 8'b11011010;  
		3 : s = 8'b11110010;  
		4 : s = 8'b01100110;  
		5 : s = 8'b10110110;  
		6 : s = 8'b10111110;  
		7 : s = 8'b11100000;  
		8 : s = 8'b11111110;  
		9 : s = 8'b11100110;  
		default: s = 8'b00000000;  
	endcase
end
assign seg = s; 
endmodule
==> results.yml <==
# generated from flow reports
synth:
  ys_async_sr_fraction: 0
  top_area_frac: 0.4124
  synthTopCellsByArea: "dfxtp_1, a21oi_1, xnor2_1, ha_1, nor2_1"
  ys_ff: 39
  ys_seq_share: 0.4124
  top_area_cell: "dfxtp_1"
  syn_avg_cell_area_um2: 8.605
  edf_count: 0
  most_common_cell: "dfxtp_1"
  ff_type: "dfxtp_1"
  ys_area_um2: 1893
  ys_cells: 220
  ys_types: 33
  synthCells: 220
  syn_area_um2: 1893
  yosys-top-cells-count: "dfxtp_1, a21oi_1, nor2_1"
  ys_warn_count: 1
cts:
  cts_hold_buf: 0
  cts_tree: "done"
  root_buffer: "clkbuf_8"
  clockBufferDepth: 2
  cts_buffers: 5
  clkTransAtPathRegs_ns: 0.07
  htree_levels: 2
  worstSkewPairLatency_ns: 0.35
  cts_resized: 0
  cts_setup_buffers: 0
  cts_num_sinks: 39
sta:
  worst_slew_pin_slew_ns: 0.7946
  setup_viol: 0
  finalHoldViolations: 0
  rsz0062_at_grt: "false"
  setup_tns_ns: 0
  finalMaxSlewViolations: 0
  relSlewSlack: 0.4684
  skew_ns: 0.06650
run_status:
  status: "completed"
pwr:
  total_power_mw: 0.6573
  p_sw_mw: 0.1499
  p_leak_nw: 0.7131
  vdd_drop_max_v: 0.0001435
  powerDensity_nw_per_um2: 301.6
  p_seq_frac: 0.507
  p_clk_frac: 0.433
  intPower_mw: 0.5074
  p_comb_frac: 0.061
  swShare: 0.2280
global_routing:
  grt_overflow: 0
  grt_first_pass_wirelength_um: 6223
  grt_antenna_before_repair: 0
  grt_max_degree: 20
  grt.total_usage: 0.1207
  grt_pass1_vias: 1343
worst_setup_path:
  cp_num_buf_inv: 1
  cp.arrival_ns: 3.54
  slowest_stage: "clkdlybuf4s50_1"
  critPathMaxFanout: 1
  crit_chain: "clkdlybuf4s50_1"
  required_ns: 3.92
  cp-start-kind: "flop"
  end_kind: "output port"
  cpLargestDelayFamily: "buffers and inverters"
  slowest_delay_ns: 0.45
  crit_type: "flop to output port"
min_path:
  hp-class: "flop to flop"
placed_design:
  hpwl_um: 2464
  gp_congestion: 0.8003
  io_buffer_count: 8
drt:
  drt_iter0_markers: 50
  wirelength_um: 3653
  ant_nets: 0
  remaining_drc_errors: 0
  via_per_inst: 5.032
  wire_per_inst_um: 11.75
  antenna_cells: 0
  drtPass1Iterations: 4
  num_vias: 1565
floorplan:
  rows: 28
  fp.dieH_um: 81.44
  die_width_um: 81.44
  core-area_um2: 5991
  core_util_floorplan: 0.3160
  die_area_um2: 6632
  pin_count: 10
final_layout:
  area_delta_synth_final_pct: 15.14
  fillers: 594
  drive_gt1_frac: 0.08051
flow_run:
  tool_warnings: 37
  max_cap_viol_count: 0
power groups by stage:
stage / Clock (mW) / Sequential, mW / Combinational [mW]
4_1_cts: 0.296 / 0.333 / 0.0407
5_1_grt: 0.313 / 0.334 / 0.0462
6_report: 0.285 / 0.333 / 0.0398
cells by family (layout without fill, tap and decap cells):
kind of cell,after synthesis,after routing,synth area share
simple gates,94,94,0.2868
compound gates,46,46,0.1448
flops,39,39,0.4124
buf+inv,20,36,0.04824
xor+xnor,13,13,0.06015
fa+ha+maj,6,6,0.03966
other cells,1,1,0.001981
mux,1,1,0.005948
worst paths after layout:
check        startpoint   endpoint  slack, ns  cells after the start
max reg2reg   count[22]       s[3]       0.91                      5
min           count[31]  count[31]       0.50                      2
min reg2reg   count[31]  count[31]       0.50                      2
max                s[4]     seg[4]       0.38                      1
cell type report:
type / instances / area (um2) / share of cell area
clock buffers: 5 / 68.82 / 0.03157
clock inverters: 10 / 67.56 / 0.03100
inverters: 11 / 41.29 / 0.01894
multi-input cells: 161 / 1032 / 0.4736
flip-flops and latches: 39 / 780.7 / 0.3582
well taps: 75 / 93.84 / 0.04305
repair buffers: 10 / 95.09 / 0.04363
metrics by stage:
step	util	area (um2)	setup slack, ns	hold WS, ns	instances
after floorplan	-	1893	0.8664	0.4578	220
after global placement	0.3417	2047	0.7355	0.4770	297
after detailed placement	0.3417	2047	0.7355	0.4830	297
after CTS	0.3638	2180	0.3606	0.4988	311
after global routing	0.3638	2180	0.3055	0.5278	311
final	0.3638	2180	0.3776	0.4973	311
layer usage:
| layer | up-vias | wire length [um] | track usage |
|---|---|---|---|
| li1 | 824 | - | - |
| met1 | 717 | 1977 | 0.1913 |
| met2 | 16 | 1500 | 0.1758 |
| met3 | 8 | 112 | 0.02255 |
| met4 | 0 | 63 | 0.01786 |
| met5 | - | 0 | 0 |
cell usage in the layout, fill, tap and decap left out, types with 2 or more instances in the layout:
| master | count |
|---|---|
| ha_1 | 6 |
| or4_1 | 9 |
| buf_4 | 2 |
| clkbuf_8 | 5 |
| nand3_1 | 10 |
| nor3_1 | 4 |
| nand2_1 | 13 |
| inv_1 | 18 |
| nor4_1 | 10 |
| or4_4 | 2 |
| dfxtp_1 | 39 |
| nor2_1 | 20 |
| o21a_1 | 5 |
| nand2b_1 | 2 |
| xnor2_1 | 12 |
| nand4_1 | 8 |
| or3_2 | 4 |
| a21oi_1 | 21 |
| clkdlybuf4s50_1 | 8 |
| o21ai_0 | 12 |
| and3_1 | 2 |
| or3_1 | 7 |
| o31ai_1 | 5 |
flip-flops by register name (all words and copies together), names as in the netlist:
| signal | count |
|---|---|
| s | 7 |
| count | 32 |
Power and IR drop assume default switching activity.
